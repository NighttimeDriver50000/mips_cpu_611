==> /design/flow/run.sh <==
#!/bin/bash
# OpenROAD 26Q1-2900-gdf79404cd8, Yosys 0.63+post, stock flow scripts
make -C /OpenROAD-flow-scripts/flow DESIGN_CONFIG=/design/flow/config.mk WORK_HOME=/design/flow/orfs finish
==> /design/flow/config.mk <==
export PLATFORM = sky130hd
export DESIGN_NAME = VGA_Sync
export DESIGN_NICKNAME = VGA_Sync
export VERILOG_FILES = /design/flow/design.v
export SDC_FILE = /design/flow/constraint.sdc
export NUM_CORES = 4
export LEC_CHECK = 1
export CORE_UTILIZATION = 30
==> /design/flow/constraint.sdc <==
current_design VGA_Sync

set clk_period 4.4
set clk_io_pct 0.2

create_clock -name clk0 -period $clk_period [get_ports {iCLK}]

set non_clock_inputs [all_inputs -no_clocks]
set_input_delay [expr $clk_period * $clk_io_pct] -clock clk0 $non_clock_inputs
set_output_delay [expr $clk_period * $clk_io_pct] -clock clk0 [all_outputs]
==> /design/flow/design.v <==
module VGA_Sync(
   input iCLK, 
   input iRST_N,
   input [9:0] iRed,
   input [9:0] iGreen,
   input [9:0] iBlue,
   output [9:0] px,
   output [9:0] py,
    output reg [9:0] VGA_R,
    output reg [9:0] VGA_G,
    output reg [9:0] VGA_B,
   output reg VGA_H_SYNC,
   output reg VGA_V_SYNC,
   output VGA_SYNC,
   output VGA_BLANK
);
assign	VGA_BLANK	=	VGA_H_SYNC & VGA_V_SYNC;
assign	VGA_SYNC	=	1'b0;
reg [9:0] h_count, v_count;
assign px = h_count;
assign py = v_count;
parameter H_SYNC_TOTAL = 800;
parameter H_PIXELS =     640;
parameter H_SYNC_START = 659;
parameter H_SYNC_WIDTH =  96;
always@(posedge iCLK or negedge iRST_N)
begin
   if(!iRST_N)
   begin
      h_count <= 10'h000;
      VGA_H_SYNC <= 1'b0;
   end
   else
   begin
      if (h_count < H_SYNC_TOTAL-1)
        h_count <= h_count + 1'b1;
      else 
        h_count <= 10'h0000;
      if (h_count >= H_SYNC_START && h_count < H_SYNC_START+H_SYNC_WIDTH) 
        VGA_H_SYNC <= 1'b0;
      else
        VGA_H_SYNC <= 1'b1;
   end
end
parameter V_SYNC_TOTAL = 525;
parameter V_PIXELS     = 480;
parameter V_SYNC_START = 493;
parameter V_SYNC_WIDTH =   2;
parameter H_START = 699;
always @(posedge iCLK or negedge iRST_N)
begin
   if (!iRST_N)
   begin
      v_count <= 10'h0000;
      VGA_V_SYNC <= 1'b0;
   end
   else if (h_count == H_START)
   begin
      if (v_count < V_SYNC_TOTAL-1)
        v_count <= v_count + 1'b1;
      else 
        v_count <= 10'h0000;
      if (v_count >= V_SYNC_START && v_count < V_SYNC_START+V_SYNC_WIDTH)
        VGA_V_SYNC <= 1'b0;
      else
        VGA_V_SYNC <= 1'b1;
   end
end
wire video_h_on = (h_count < H_PIXELS);
wire video_v_on = (v_count < V_PIXELS);
wire video_on   = video_h_on & video_v_on;
always @(posedge iCLK or negedge iRST_N)
	if (!iRST_N)
	begin
		VGA_R <= 10'h000;
		VGA_G <= 10'h000;
		VGA_B <= 10'h000;
	end
	else
	begin
		if (video_on)
		begin
			VGA_R <= iRed;
			VGA_G <= iGreen;
			VGA_B <= iBlue;
		end
		else
		begin
			VGA_R <= 10'h000;
			VGA_G <= 10'h000;
			VGA_B <= 10'h000;
		end
  end
endmodule
==> impl_metrics.yaml <==
# physical design summary
outcome:
  status: "completed"
detailed_routing:
  vias: 1591
  wl_mm: 4.265
  drt_pass1_iterations: 4
  drtAntennaViolNets: 0
  via_per_inst: 4.300
  drt_iter0_markers: 64
  wl_per_cell_um: 11.53
  drc_errors: 0
  antenna_cells_inserted: 0
clocking:
  cts_tree: "done"
  clkLatencyLatePin_ns: 0.29
  numClockSinks: 52
  cts-resized-gates: 0
  root_buffer: "clkbuf_8"
  cts.reportedPaths.clkPinSlew_ns: 0.09
  cts_buffers: 5
  ctsHoldBuffers: 0
  htree_levels: 2
  cts_setup_buffers: 0
  clock_path_buffers: 2
logic_synthesis:
  synth_cell_types: 34
  yosys_warnings: 1
  yosys_cells: 189
  edf_count: 0
  synthCells: 189
  yosys_area_um2: 2135
  yosys_most_used_dff: "dfrtp_1"
  avgSynthCellArea_um2: 11.29
  async_flop_share_pct: 100.0
  numSynthFlops: 52
  synthesis.area_um2: 2135
  postSynthSeqShare_pct: 60.96
placement:
  placed_area_um2: 3070
  dp_hpwl_mm: 3.108
  dp_cells: 362
  port_buffers: 84
  pre_cts_ws_ns: 2.115
  gp_congestion: 0.8034
final_layout:
  layout-drive-gt1-share_pct: 5.474
  areaGrowthSynthToFinish_pct: 48.89
  final_cell_area_um2: 3178
  fin_cells: 370
  fillers: 655
die:
  die_h_um: 86.35
  die_area_um2: 7456
  fp-row-count: 30
  core_um2: 6832
  fp_util_pct: 31.25
  die_w_um: 86.35
  num_io_pins: 86
power_and_ir_drop:
  power_density_nw_per_um2: 276.3
  vdd_ir_drop_max_mv: 0.1748
  p_sw_share_pct: 18.87
  p_switching_w: 0.0001657
  p_total_w: 0.0008781
  seq_power_share_pct: 56.3
  clkPwrFrac_pct: 35.9
  p_int_w: 0.0007124
  p_leak_nw: 1.294
  comb_power_share_pct: 7.8
sta:
  fin_skew_ns: 0.004233
  relSlewSlack_pct: 56.98
  period_minus_slack_ns: 2.265
  setup-tns-final_ns: 0
  hold_viol_final: 0
  grt_setup_unrepaired: "no"
  setup_viol: 0
  fin_crit_sh_pct: 51.48
  slew_viol_final: 0
  finalWorstSetupSlack_ns: 2.135
  fmax_mhz: 441.5
  worstMarginPinSlew_ns: 0.6452
grt:
  grt_pass1_vias: 1486
  grt_max_degree: 53
  grtUsageTotal_pct: 13.00
  grt_pass1_wl_mm: 7.445
  antenna_found_initial: 0
  gr-total-overflow: 0
min_path:
  hold_path_depth: 1
  min_to: "h_count[0]$_DFF_PN0_"
  hp-start: "h_count[0]$_DFF_PN0_"
  hp-class: "reg -> reg"
critical_path:
  slowest_stage: "or3b_1"
  crit_path_end_kind: "flip-flop"
  critical_path_required_ns: 4.56
  worst-path-max-fanout: 8
  crit_arrival_ns: 2.43
  crit_chain: "ha_1 -> or3b_1 -> or3_4 -> nor2_1 -> nor3_1"
  startpoint_type: "flip-flop"
  worstRegToRegCells: 5
  crit_type: "reg -> reg"
  reg2reg_to: "v_count[7]$_DFFE_PN0N_"
  slowest_delay_ns: 0.50
  rr_startpoint: "h_count[0]$_DFF_PN0_"
  regToRegSetupSlack_ns: 2.13
job:
  warnings: 27
  max_cap_violations: 0
## power groups by stage
stage	combinational (W)	clock (W)	sequential [W]
CTS	0.0000712	0.000334	0.000495
global route	0.0000767	0.000356	0.000496
finish	0.0000686	0.000315	0.000494
## routing by layer
metal | GRT usage [%] | vias to the layer above | share of wire, %
li1 | - | 792 | -
met1 | 19.24 | 741 | 42
met2 | 19.55 | 56 | 49
met3 | 5.024 | 2 | 9.4
met4 | 1.364 | 0 | 0.54
met5 | 0 | - | 0
## state kept, by name, indices dropped and copies added (netlist names)
| signal | cells |
|---|---|
| VGA_B | 10 |
| VGA_G | 10 |
| VGA_R | 10 |
| h_count | 10 |
| v_count | 10 |
| VGA_H_SYNC | 1 |
| VGA_V_SYNC | 1 |
## worst max-delay path by stage
stage | endpoint | slack (ns) | start | cells after the start
finish | v_count[7]$_DFFE_PN0N_ | 2.13 | h_count[0]$_DFF_PN0_ | 5
global route | v_count[9]$_DFFE_PN0N_ | 1.96 | h_count[0]$_DFF_PN0_ | 5
CTS | v_count[8]$_DFFE_PN0N_ | 2.11 | h_count[0]$_DFF_PN0_ | 5
## kinds of logic after synthesis
logic type | count (synthesis) | share of synthesized area, %
xor gates and xnor gates | 10 | 4.103
other | 1 | 0.1757
muxes | 3 | 1.465
buffers and inverters | 12 | 2.403
adders and majority gates | 4 | 2.345
and+or+nand+nor | 93 | 24.74
AOI/OAI and AO/OA | 14 | 3.810
DFF | 52 | 60.96
## cells in the final DEF, fill, tap and decap left out, types with 2 or more instances in the layout
cell type / instances
xnor2_1: 8
nor3_1: 5
nand3_1: 10
nor4_1: 3
a21oi_1: 4
mux2i_1: 2
o21ai_0: 6
and2_1: 32
dfrtp_1: 52
clkdlybuf4s50_1: 83
clkbuf_8: 5
nor2_1: 21
o31ai_1: 2
nand2_1: 6
buf_4: 2
xor2_1: 2
nand4_1: 4
inv_1: 3
ha_1: 4
## worst max-delay path, delay by kind of cell, from the launching register on
family                     cells  cell delay, ns
adders and majority gates      1            0.27
DFF                            1            0.40
and+or+nand+nor                4            1.47
## cells in the mapped netlist, types with 2 or more instances
cell type / n / share of area [%]
dfrtp_1: 52 / 61
and2_1: 32 / 9.4
nor2_1: 21 / 3.7
nand3_1: 10 / 2.3
xnor2_1: 8 / 3.3
clkbuf_1: 6 / 1.1
nand2_1: 6 / 1.1
nor3_1: 6 / 1.4
o21ai_0: 6 / 1.4
a21oi_1: 4 / 0.94
ha_1: 4 / 2.3
nand4_1: 4 / 1.2
inv_1: 3 / 0.53
nor4_1: 3 / 0.88
buf_2: 2 / 0.47
mux2i_1: 2 / 0.94
o31ai_1: 2 / 0.70
xor2_1: 2 / 0.82
## through the flow
stage	hold WS (ns)	util, %
floorplan	0.4329	-
global placement	0.4672	44.95
detailed placement	0.4797	44.95
CTS	0.4971	46.52
global route	0.5247	46.52
finish	0.4930	46.52
## layout make-up
type | count | area (um2) | area share [%]
Sequential cell | 52 | 1301 | 40.94
Timing Repair Buffer | 86 | 850.8 | 26.77
Multi-Input combinational cell | 125 | 787.0 | 24.76
Tap cell | 96 | 120.1 | 3.780
Clock buffer | 6 | 72.57 | 2.283
Clock inverter | 2 | 35.03 | 1.102
Inverter | 3 | 11.26 | 0.3543
Power figures rest on the tool's default switching activity, not on a simulated workload.

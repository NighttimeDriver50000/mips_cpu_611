==> ./design.v <==
module pwm (input CLOCK_50,output reg [17:0] LEDR);
reg [25:0] clk_div;
reg [10:0] pwm_width;
reg [10:0] pwm_cnt;
reg increase;
wire pwm_out;
always @(posedge CLOCK_50) begin
pwm_cnt = pwm_cnt+8'b1;
end
assign pwm_out = (pwm_cnt <= pwm_width) ? 1'b1 : 1'b0;
initial begin
LEDR <= 0;
clk_div <= 0;
end
always @(*) LEDR = {18{pwm_out}};
always @(posedge CLOCK_50) begin
clk_div <= clk_div+26'b1;
end
always @(posedge clk_div[13]) begin
if (increase) pwm_width = pwm_width+1'b1; else pwm_width = pwm_width-1'b1;
if (pwm_width==11'd2047) increase=1'b0;
if (pwm_width==11'd0) increase=1'b1;
end
endmodule
==> ./run.sh <==
#!/bin/bash
# OpenROAD 26Q1-2900-gdf79404cd8, Yosys 0.63+post, stock flow scripts
make -C /OpenROAD-flow-scripts/flow DESIGN_CONFIG=/design/flow/config.mk WORK_HOME=/design/flow/orfs finish
==> ./config.mk <==
export PLATFORM = sky130hd
export DESIGN_NAME = pwm
export DESIGN_NICKNAME = pwm
export VERILOG_FILES = /design/flow/design.v
export SDC_FILE = /design/flow/constraint.sdc
export NUM_CORES = 4
export LEC_CHECK = 1
export CORE_UTILIZATION = 30
==> ./constraint.sdc <==
current_design pwm

set clk_period 2.2
set clk_io_pct 0.2

create_clock -name clk0 -period $clk_period [get_ports {CLOCK_50}]

set non_clock_inputs [all_inputs -no_clocks]
set_input_delay [expr $clk_period * $clk_io_pct] -clock clk0 $non_clock_inputs
set_output_delay [expr $clk_period * $clk_io_pct] -clock clk0 [all_outputs]
==> summary.txt <==
Notes on the physical design

The main flop type is sky130_fd_sc_hd__dfxtp_1. OpenROAD emitted warnings numbering 30. The maximum fanout count along the critical path is 18. The tool flagged a number of max-cap violations equal to 0. The warning tally printed by Yosys for this design is 1. The synthesis report lists the most area-consuming cells as sky130_fd_sc_hd__dfxtp_1 (34%), sky130_fd_sc_hd__ha_1 (14%), sky130_fd_sc_hd__xnor2_1 (7.7%). The layer carrying the most global-route usage is met2.

After synthesis the netlist holds a flip-flop and latch count of 37. After detailed routing, the average wire length per cell comes to 9.916 um. met2 track demand over resource after global routing is 15.75%.

The hold-critical path endpoint is clk_div[0]. met1 track demand over resource after global routing is 14.84%. The horizontal die dimension reported for this design is 86.97 um. The post-CTS clock slew at the launch and capture registers of the worst setup and hold paths is 0.09 ns.

The starting density of the core is 31.53%. The share of power burned in the clock network is 37.3%. The run finished, with violations left. The post-detailed-route count of antenna-violating nets is 0. The element type at the critical path start is a register. The proportion of layout cells with a drive suffix above 1 is 9.200%. Counting cells, the worst reg-to-reg path comes to 5. Among the stages of the critical path, the cell type that occurs most often is sky130_fd_sc_hd__o21a_1.

The chip occupies 7563 um2. Across the whole layout, storage elements account for 742.0 um2. TritonCTS built the clock tree. The worst hold path stage count is 1.

For the worst reg-to-reg path, the startpoint reported by OpenROAD is clk_div[2]. The count of standard-cell rows is 30. The fraction of synthesized cell area taken by the top area cell type is 34.20%. The first global-routing pass estimated 6.003 mm of wire. The tightest slew margin relative to the limit is 74.29%.

The share of total power dissipated in combinational logic is 0%. The multi-input logic area is 1230 um2. The sum of overflow across all layers after global routing is 0. The synthesized instance count is 237.

From synthesis to final layout, the design area changed by 14.15%. The buffer type at the clock tree root is sky130_fd_sc_hd__clkbuf_8. Timing would allow up to 0.3830 GHz. The total routing usage reported by global routing is 9.603%. The number of antenna violations at the first check in global routing was 0.

The launch point of the worst min-delay path is recorded as clk_div[0]. The capturing point of the worst reg2reg path is clk_div[13]. The switching fraction of total power is 19.56%.

Setup repair after global routing could not meet its margin everywhere. The most area-hungry cell type in the Yosys netlist is sky130_fd_sc_hd__dfxtp_1. The post-synth area from yosys stat is 2166 um2. The maximum number of pins on one net before global-route repair is 19.

The count of unclocked register or latch pins is 12. The cell total in the yosys stat output is 237. 0 antenna diodes ended up in the layout. The last weighted congestion value of the routability-driven placer is 0.8327. CTS built an H-tree with a depth of 1. The number of violations reported at the end of detailed-routing iteration 0 is 39. The analysis attributes to net switching a power of 0.1410 mW.

The pin closest to its max-slew limit shows a slew of 0.3834 ns. In the setup report, the worst path falls into the class reg2out. VDD sags by at most 0.1805 mV. Listed in order, past its start point the critical path passes ha_4, nor2b_1, o21a_1, o21a_1, o21a_1, o21a_1, o31ai_4, buf_12, dlygate4sd2_1.

For this run, the final setup violation count is recorded as 18. OpenROAD reports that the post-layout worst path occupies 118.7% of the period. The number of unique standard cell types used by synthesis is 43. The die height is 86.97 um. The half-perimeter wire length of the detailed placement result is 2.848 mm. In this run the mean area of a mapped cell was 9.139 um2.

The number of endpoints with negative hold slack in the final report is 0. According to the report, the first pass of detailed routing completed in 4 iterations. Counting the buffers created by CTS gives 3. The pre-CTS setup check shows a worst slack of -0.4044 ns. The OpenROAD report gives the critical path a required time of 1.76 ns. The total routed wirelength is 3.431 mm. On the worst path, the slowest cell contributes a delay of 0.35 ns. The number of synthesized flops with an enable pin is 0. The total via count after detailed routing is 1565. The remaining design rule violation count is 0. The number of port buffers is 18. The fraction of met3 tracks used by global routing is 0.3846%. The I/O pin count is 19. The smallest setup slack after layout is -0.4109 ns. Once the clock tree was built, the setup fixing pass inserted 0 buffers. Using the TritonRoute via totals, the vias-per-cell ratio works out to 4.523. The number of fillers in the final layout is 679.

The kind of end point of the critical path is an output port. The checks that failed: setup timing. In the final timing run, aggregate negative setup slack is -7.304 ns. The clock network latency to the later pin of the worst-skew pair is 0.26 ns.

For flop-to-flop paths, the worst setup slack is 0.67 ns. The post-route clock skew is 0.002430 ns. The core region is 6869 um2. At the worst endpoint, the arrival time is 2.17 ns.

Internal power comes to 0.5800 mW. The leakage power is 1.082 nW. The part of the power in registers is 62.7%. For this design, the slowest cell found on the critical path is sky130_fd_sc_hd__dfxtp_2. Of all flip-flops after synthesis, the portion carrying an async set or reset was 0%. Sequential cells were found to cover 34.20% of the synthesized design area. The count of endpoints without a timing constraint is 12. For this design the ratio of total power to cell area is 291.6 nW/um2.

The via count of the first global-routing pass is 1400. The clock period minus worst slack is 2.611 ns. STA reports the tightest min-delay check as being of type reg2reg.

Per the CTS log, the buffer count on the longest clock path is 2. Counting pins that exceed their max-slew limit in the final report gives 0. The cell area after synthesis is 2166 um2.
Yosys cell counts (2+ instances only):
cell type,instances
sky130_fd_sc_hd__buf_4,18
sky130_fd_sc_hd__and2_1,2
sky130_fd_sc_hd__inv_1,21
sky130_fd_sc_hd__nand4_1,6
sky130_fd_sc_hd__a21oi_1,5
sky130_fd_sc_hd__o21ai_0,6
sky130_fd_sc_hd__and4_1,2
sky130_fd_sc_hd__dfxtp_1,37
sky130_fd_sc_hd__xor2_1,7
sky130_fd_sc_hd__clkbuf_1,2
sky130_fd_sc_hd__nor2b_1,2
sky130_fd_sc_hd__o211ai_1,2
sky130_fd_sc_hd__nand2_1,11
sky130_fd_sc_hd__a31oi_1,2
sky130_fd_sc_hd__a211oi_1,4
sky130_fd_sc_hd__nor2_1,11
sky130_fd_sc_hd__xnor2_1,19
sky130_fd_sc_hd__nand3_1,16
sky130_fd_sc_hd__nor3_1,2
sky130_fd_sc_hd__and3_1,7
sky130_fd_sc_hd__o21a_1,8
sky130_fd_sc_hd__ha_1,24
sky130_fd_sc_hd__a21o_1,3
per-layer routing:
metal  vias to the layer above  routed length, um
met2                        24               1443
li1                        842                  -
met1                       697               1861
met5                         -                  0
met4                         0                 32
met3                         2                 93
timing repair:
action | in CTS | in global routing
hold buffers | 0 | 0
setup endpoints to repair | 18 | 18
resized | 18 | 0
cell usage in the layout (no fill, tap or decap), drive strengths merged, types with 2 or more instances in the layout:
cell / count
nand2: 12
a211oi: 4
o21a: 8
ha: 24
buf: 11
xnor2: 19
nor2: 11
dlygate4sd2: 18
and4: 2
nand3: 16
a21oi: 5
clkbuf: 3
xor2: 7
and2: 2
o21ai: 6
a31oi: 2
a21o: 3
and3: 7
nand4: 6
dfxtp: 37
nor3: 2
o211ai: 3
nor2b: 2
inv: 21
worst max-delay path by stage:
stage / start / end / depth (start not counted)
after CTS: pwm_cnt[1] / LEDR[17] / 9
after global routing: pwm_cnt[1] / LEDR[14] / 9
final: pwm_cnt[1] / LEDR[17] / 9
cells by family after synthesis:
kind of cell | Yosys count | share of synthesized area [%]
AOI/OAI and AO/OA | 43 | 14.67
adders and majority gates | 25 | 14.79
xor gates and xnor gates | 26 | 10.51
buffers and inverters | 41 | 10.23
DFF | 37 | 34.20
and+or+nand+nor | 65 | 15.60
metrics by stage:
stage	instance area [um2]	power [mW]	hold WS [ns]	util (%)	instances
after global placement	2446	0.4627	0.3747	35.61	342
after detailed placement	2446	0.4627	0.3844	35.61	342
after global routing	2472	0.7466	0.4189	35.99	346
after floorplan	2193	0.4627	0.3655	-	237
final	2472	0.7210	0.4014	35.99	346
after CTS	2472	0.7353	0.4069	35.99	346
critical path, delay by kind of cell, from the launching register on:
family	cells	cell delay, ns
AND-OR/OR-AND	5	0.89
buffers and inverters	2	0.36
flip-flops	1	0.35
adder cells (fa/ha/maj)	1	0.19
AND/OR/NAND/NOR	1	0.12
power groups by stage:
stage     clock (mW)  sequential (mW)  combinational [mW]
4_1_cts        0.283            0.452         0.000000762
5_1_grt        0.294            0.452         0.000000762
6_report       0.269            0.452         0.000000762
state kept, by name, indices dropped and copies added (netlist names):
name and flops:
clk_div 14, pwm_width 11, increase 1, pwm_cnt 11
area by class of cell:
type / count / share of cell area, %
clock buffer: 3 / 1.670
inverter: 21 / 3.188
tap: 96 / 4.858
multi-input combinational: 159 / 49.75
sequential: 37 / 30.01
clock inverter: 1 / 0.3036
timing repair buffer: 29 / 10.22
Power is estimated from default activity; no workload was simulated.

`/design/flow/run.sh`:
```
#!/bin/bash
# OpenROAD 26Q1-2900-gdf79404cd8, Yosys 0.63+post, stock flow scripts
make -C /OpenROAD-flow-scripts/flow DESIGN_CONFIG=/design/flow/config.mk WORK_HOME=/design/flow/orfs finish
```
`/design/flow/config.mk`:
```
export PLATFORM = sky130hd
export DESIGN_NAME = pwmAll
export DESIGN_NICKNAME = pwmAll
export VERILOG_FILES = /design/flow/design.v
export SDC_FILE = /design/flow/constraint.sdc
export NUM_CORES = 4
export LEC_CHECK = 1
export CORE_UTILIZATION = 40
```
`/design/flow/constraint.sdc`:
```
current_design pwmAll

set clk_period 2.8
set clk_io_pct 0.2

create_clock -name clk0 -period $clk_period [get_ports {CLOCK_50}]

set non_clock_inputs [all_inputs -no_clocks]
set_input_delay [expr $clk_period * $clk_io_pct] -clock clk0 $non_clock_inputs
set_output_delay [expr $clk_period * $clk_io_pct] -clock clk0 [all_outputs]
```
`/design/flow/design.v`:
```
module pwmAll (input CLOCK_50,output [17:0] LEDR,output [7:0] LEDG);
reg [25:0] clk_div;
reg [10:0] pwm_width;
reg [10:0] pwm_cnt;
assign {LEDR,LEDG}=LED;
reg [26:0] LED;
reg increase;
wire pwm_out;
always @(posedge CLOCK_50) begin
pwm_cnt = pwm_cnt+8'b1;
end
assign pwm_out = (pwm_cnt <= pwm_width) ? 1'b1 : 1'b0;
initial begin
LED <= 0;
clk_div <= 0;
end
always @(*) LED = {26{pwm_out}};
always @(posedge CLOCK_50) begin
clk_div <= clk_div+26'b1;
end
always @(posedge clk_div[13]) begin
if (increase) pwm_width = pwm_width+1'b1; else pwm_width = pwm_width-1'b1;
if (pwm_width==11'd2047) increase=1'b0;
if (pwm_width==11'd0) increase=1'b1;
end
endmodule
```
==> metrics.yaml <==
routing:
  drt-total-wl_mm: 3.64
  drtAntennaViolNets: 0
  dr.first_iter.drc_count: 42
  diodes: 0
  drc: 0
  vias: 1582
  firstDrtPassIters: 4
  avgViaCountPerCell: 4.94
  wl_per_cell_um: 11.4
final_timing:
  setup_viol_count_final: 0
  fin_crit_ns: 2.68
  rsz0062_at_grt: "no"
  hold_ws_ns: 0.398
  hold_viol_final: 0
  fin_crit_sh_pct: 95.6
  slew-limit-headroom_pct: 75.6
  fin_worst_skew_ns: 0.00531
  timing.fmax_mhz: 374
  unclocked_pins: 12
  untimed_endpoints: 12
  worst_slack_ns: 0.123
  slew_viol_final: 0
  worstMarginPinSlew_ns: 0.365
power:
  power_density_nw_per_um2: 221
  irDropWorstVdd_mv: 0.219
  power_mw: 0.561
  p_leak_nw: 1.47
placement:
  place.gp.congestion: 0.833
  dp_hpwl_mm: 2.83
  postPlaceCellArea_um2: 2420
  numPortBuffers: 26
  place_inst: 316
  dp_slack_ns: -0.00756
setup_path:
  required_ns: 2.24
  crit_arrival_ns: 2.12
  startpoint_type: "flop"
  cpMostUsedCell: "o21a_1"
  path_max_fanout: 26
  ff2ff_path_depth: 5
  crit_type: "flop to output pin"
  path_cells: "ha_4 > nor2b_1 > o21a_1 > o21a_1 > o21a_1 > o21a_1 > o31ai_4 > buf_12 > dlymetal6s2s_1"
  end_kind: "output pin"
  cpPeakStageDelay_ns: 0.35
  crit_path_top_delay_cell: "dfxtp_2"
logic_synthesis:
  synth_cells: 245
  ys_cells: 245
  top_cell_area_share_pct: 33.3
  topCellsByArea: "dfxtp_1 (33%), ha_1 (13%), buf_4 (8.8%), xnor2_1 (7.5%), nand3_1 (3.6%)"
  synth_flops: 37
  yosys.cell_types.count: 43
  edf_count: 0
  syn_avg_cell_area_um2: 9.09
  synth_area_um2: 2230
  synth_seq_share_pct: 33.3
  top_area_cell: "dfxtp_1"
  yosys_area_um2: 2230
  flop_cell: "dfxtp_1"
  synth_warnings: 1
  async_flop_share_pct: 0
floorplanning:
  dieWidth_um: 76.6
  die_y_um: 76.6
  ios: 27
  num_rows: 26
  core_um2: 5240
  die-area_um2: 5870
  fp_util_pct: 42.5
run_status:
  outcome: "finished, final reports clean"
clock_network:
  h-tree-depth: 1
  cts_buffers: 3
  cts.path.max_buffers: 2
  clk_pin_slew_worst_paths_ns: 0.08
  cts_hold_buf: 0
  cts_root_buffer: "clkbuf_8"
  cts_tree: "built"
  worstSkewPairLatency_ns: 0.26
final_layout:
  synthToLayoutAreaGrowth_pct: 14.3
  lay_top_cells: "dfxtp_1 (36), dlymetal6s2s_1 (26), ha_1 (23), inv_1 (21), xnor2_1 (19)"
  layout_top_cell: "dfxtp_1"
  design_area_um2: 2540
  fin_cells: 320
  layout-drive-gt1-share_pct: 5.60
global_routing:
  grt_max_degree: 27
  grt_pass1_vias: 1444
  overflow: 0
  grt.total_usage_pct: 13.1
  grt_first_pass_wirelength_mm: 6.29
  antenna_found_initial: 0
job:
  cap_violations: 0
  warnings: 28
worst_hold_path:
  whs_path_depth: 1
  worstHoldPathType: "flop to flop"
## flip-flops by register name, summed over array words and instances (netlist names)
signal	cells
pwm_width	11
increase	1
clk_div	14
pwm_cnt	11
## cells in the mapped netlist (all sizes together) (5+ instances only)
cell / number
a21oi: 5
and3: 7
buf: 26
dfxtp: 37
ha: 24
inv: 21
nand2: 12
nand3: 16
nand4: 6
nor2: 11
o21a: 8
o21ai: 6
xnor2: 19
xor2: 7
## logic make-up after synthesis
group | after synthesis | synth area share (%)
adders and majority gates | 25 | 14.4
DFF | 37 | 33.3
and+or+nand+nor | 65 | 15.2
AOI/OAI and AO/OA | 43 | 14.3
buffers and inverters | 49 | 12.6
xor gates and xnor gates | 26 | 10.2
## final cells by class
cell class / count / area, um^2
fill: 477 / 2690
multi-input combinational: 159 / 1230
sequential: 37 / 742
timing repair buffer: 29 / 360
tap: 70 / 87.6
inverter: 21 / 78.8
clock buffer: 4 / 45.0
## worst max-delay path, delay by kind of cell, from the launching register on
kind / cells / cell delay [ns]
buffers and inverters: 2 / 0.28
DFF: 1 / 0.35
and+or+nand+nor: 1 / 0.12
adders and majority gates: 1 / 0.19
AOI/OAI and AO/OA: 5 / 0.90
## metrics by stage
step           utilization (%)  TNS (ns)
5_1_grt                   48.6         0
6_report                  48.6         0
2_1_floorplan                -         0
3_5_place_dp              46.2   -0.0301
3_3_place_gp              46.2  -0.00539
4_1_cts                   47.1     -8.34
## metal layers
layer  global-route usage, %  wire (um)  vias up
met5                       0          0        -
met4                   0.769         14        0
met3                    1.82        134        2
met2                    21.8       1570       29
met1                    19.3       1910      705
li1                        -          -      846
## worst paths after layout
| path | start | slack, ns | to |
|---|---|---|---|
| worst max register to register | clk_div[2] | 1.26 | clk_div[13] |
| worst min-delay path | clk_div[0] | 0.40 | clk_div[0] |
| worst min register to register | clk_div[0] | 0.40 | clk_div[0] |
| worst max-delay path | pwm_cnt[1] | 0.12 | LEDG[0] |
## power by group
group          switching (mW)  internal, mW  leakage (nW)
registers                   0         0.355         0.298
clock network           0.105         0.101        0.0228
logic                       0             0          1.15
total                   0.105         0.457          1.47
## what timing repair did
item,CTS,global route
endpoints found under the setup margin,26,26
buffers inserted,0,0
endpoints found under the hold margin,0,0
resized,0,28
No activity file was given, so power comes from the tool's default toggle rates.
